[flow/design.v]
module piso(pi, clk, load, rst, so);
    input clk, rst, load;
    input [3:0] pi;
    output reg so;
    reg [3:0] mem;
    always @(posedge clk or posedge rst) begin
        if(rst) begin
            mem <= 4'b0000;
        end else if(load) begin
            mem <= pi;
        end else begin
            so = mem[3];
            mem = mem << 1;
        end
    end
endmodule
[flow/run.sh]
#!/bin/bash
# OpenROAD 26Q1-2900-gdf79404cd8, Yosys 0.63+post, stock flow scripts
make -C /OpenROAD-flow-scripts/flow DESIGN_CONFIG=/design/flow/config.mk WORK_HOME=/design/flow/orfs finish
[flow/config.mk]
export PLATFORM = sky130hd
export DESIGN_NAME = piso
export DESIGN_NICKNAME = piso
export VERILOG_FILES = /design/flow/design.v
export SDC_FILE = /design/flow/constraint.sdc
export NUM_CORES = 4
export LEC_CHECK = 1
export CORE_AREA = 10 10 70 70
export DIE_AREA = 0 0 80 80
[flow/constraint.sdc]
current_design piso

set clk_period 1.0
set clk_io_pct 0.2

create_clock -name clk0 -period $clk_period [get_ports {clk}]

set non_clock_inputs [all_inputs -no_clocks]
set_input_delay [expr $clk_period * $clk_io_pct] -clock clk0 $non_clock_inputs
set_output_delay [expr $clk_period * $clk_io_pct] -clock clk0 [all_outputs]
==> results.py <==
# Flow results
metrics = {
    "outcome": {
        "status": "completed",
    },
    "power": {
        "clkPwrFrac": 0.462,
        "swShare": 0.198,
        "p_int_uw": 407,
        "power_density_nw_per_um2": 1550,
        "switchingPower_uw": 100,
        "power_uw": 507,
        "seqPwrFrac": 0.450,
        "pwr-share-comb": 0.088,
        "leakage_nw": 0.125,
        "peakVddDrop_mv": 0.476,
    },
    "floorplanning": {
        "die_y_um": 80,
        "die_w_um": 80,
        "dieArea_sq_um": 6400,
        "initCoreUtil": 0.0524,
        "rows": 21,
        "ios": 8,
        "core_sq_um": 3420,
    },
    "sta": {
        "setup_viol": 0,
        "fin_skew_ps": 5.56,
        "rsz0062_at_grt": "no",
        "fmax_mhz": 1080,
        "timing.final.crit_share": 0.927,
        "drv_slew": 0,
        "timing.final.ws_setup_ps": 72.6,
        "finalHoldViolCount": 0,
        "finalSetupTns_ps": 0,
        "fin_crit_ps": 927,
        "hold_ws_ps": 172,
        "worst_slew_pin_slew_ps": 198,
        "max-slew-margin-rel": 0.868,
    },
    "layout": {
        "layout-drive-gt1-share": 0.364,
        "mi_logic_area_sq_um": 45.0,
        "area_growth_pct": 82.5,
        "design_area_sq_um": 327,
        "post-route-util": 0.0956,
        "seqCellArea_sq_um": 130,
        "fin_cells": 68,
        "fillers": 405,
    },
    "clock_tree": {
        "cts_tree": "built",
        "clock.latency.late_pin_ps": 240,
        "clockRootBuffer": "clkbuf_4",
        "path_clk_slew_ps": 40,
        "htree_levels": 1,
        "cts_buffer_depth": 2,
        "cts_hold_buf": 0,
        "cts_sinks": 5,
        "cts_buffers": 3,
    },
    "routing": {
        "via_count": 120,
        "drc": 0,
        "wl_per_cell_um": 6.49,
        "drtAntennaViolNets": 0,
        "wirelength_um": 441,
        "antenna_cells": 0,
        "dr.pass1.iters": 4,
        "via_per_inst": 1.76,
        "dr.first_iter.drc_count": 9,
    },
    "setup_path": {
        "critical_path_peak_fanout": 1,
        "crit-reg2reg-launch": "mem[1]",
        "r2r_slack_ps": 280,
        "rr_endpoint": "mem[2]",
        "cp-end-kind": "output port",
        "crit_path_start_kind": "flop",
        "worst-setup-path-type": "flop to output port",
        "critPathMaxStageDelay_ps": 360,
        "rr_worst_depth": 1,
        "crit_chain": "buf_2",
        "timing.critical_path.arrival_ps": 730,
        "cp_top_family": "flip-flops",
        "worst-path-buf-inv": 1,
        "critPathSlowestCell": "edfxtp_1",
        "cp.required_ps": 800,
    },
    "synth": {
        "ys_ff": 5,
        "synthCells": 11,
        "ys_warn_count": 1,
        "yosysChipArea_sq_um": 179,
        "synth_cell_types": 6,
        "ys_cells": 11,
        "yosysSeqAreaShare": 0.727,
        "avgSynthCellArea_sq_um": 16.3,
        "synth_area_sq_um": 179,
    },
    "global_route": {
        "grt_max_degree": 6,
        "overflow": 0,
        "antenna_found_initial": 0,
        "grt_pass1_vias": 148,
        "grtUsageTotal": 0.0165,
        "grt_pass1_wl_um": 717,
    },
    "min_path": {
        "hold_class": "input pin to async pin",
    },
    "job": {
        "drv_cap": 0,
        "warnings": 25,
    },
    "place": {
        "dp.cells": 64,
        "place.port_buffers": 7,
        "place_area_sq_um": 307,
        "gp_congestion": 0.649,
        "dpl_worst_slack_ps": -262,
    },
}
-- cells in the mapped netlist, drive strengths merged --
master / number / share of area
dfrtp: 4 / 0.56
mux2: 3 / 0.19
inv: 1 / 0.021
edfxtp: 1 / 0.17
and2: 1 / 0.042
nor2: 1 / 0.021
-- routing by layer --
layer	part of all wire	GRT usage
met1	0.51	0.0235
met2	0.18	0.00803
met3	0.31	0.0284
met4	0	0.00176
met5	0	0
-- logic make-up (layout without fill, tap and decap cells) --
kind of cell,Yosys count,after routing,share of synthesized area
buffers and inverters,1,12,0.0210
flip-flops,5,5,0.727
multiplexers,3,3,0.189
AND/OR/NAND/NOR,2,2,0.0629
-- how the worst max path moves through the flow --
stage | from | endpoint | slack [ps] | cells past startpoint
finish | so | so | 70 | 1
global route | so | so | 40 | 1
CTS | so | so | 60 | 1
-- cell type report --
cell class	instances	share of cell area
sequential	5	0.398
clock buffer	4	0.0805
tap	46	0.176
inverter	1	0.0115
multi-input combinational	5	0.138
timing repair buffer	7	0.195
-- registers in the layout, summed over array words and instances, names as in the netlist --
name	count
mem	4
so	1
-- cell usage in the layout (no fill, tap or decap), drive strengths merged --
| master | synthesis | final |
|---|---|---|
| dfrtp | 4 | 4 |
| dlygate4sd2 | 0 | 1 |
| nor2 | 1 | 1 |
| buf | 0 | 1 |
| and2 | 1 | 1 |
| clkdlybuf4s50 | 0 | 5 |
| clkbuf | 0 | 4 |
| mux2 | 3 | 3 |
| inv | 1 | 1 |
| edfxtp | 1 | 1 |
-- repair_timing --
item,CTS,global route
gates resized,4,0
setup buffers,0,0
setup endpoints to repair,3,0
-- power by group through the flow --
stage / Combinational, mW / Clock [mW] / Sequential (mW)
6_report: 0.0448 / 0.234 / 0.228
5_1_grt: 0.0505 / 0.273 / 0.229
4_1_cts: 0.0455 / 0.242 / 0.228
Power figures rest on the tool's default switching activity, not on a simulated workload.
