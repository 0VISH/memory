<file path="config.mk">
export PLATFORM = sky130hd
export DESIGN_NAME = updown
export DESIGN_NICKNAME = updown
export VERILOG_FILES = /design/flow/design.v
export SDC_FILE = /design/flow/constraint.sdc
export NUM_CORES = 4
export LEC_CHECK = 1
export CORE_AREA = 10 10 70 70
export DIE_AREA = 0 0 80 80
</file>
<file path="constraint.sdc">
current_design updown

set clk_period 1.5
set clk_io_pct 0.2

create_clock -name clk0 -period $clk_period [get_ports {clk}]

set non_clock_inputs [all_inputs -no_clocks]
set_input_delay [expr $clk_period * $clk_io_pct] -clock clk0 $non_clock_inputs
set_output_delay [expr $clk_period * $clk_io_pct] -clock clk0 [all_outputs]
</file>
<file path="design.v">
module updown(clk, rst, up, down, out);
    input clk, rst, up, down;
    output reg [3:0] out;
    always @(posedge clk or posedge rst) begin
        if(rst) out <= 4'b0000;
        else begin
            if(up) out <= out + 1;
            else if(down) out <= out - 1;
        end
    end
endmodule
</file>
<file path="run.sh">
#!/bin/bash
# OpenROAD 26Q1-2900-gdf79404cd8, Yosys 0.63+post, stock flow scripts
make -C /OpenROAD-flow-scripts/flow DESIGN_CONFIG=/design/flow/config.mk WORK_HOME=/design/flow/orfs finish
</file>
==> results.txt <==
Final hold vios -> 0
Final period utilization -> 94.96%
Synth Warn # -> 1
Synthesis-to-finish area growth -> 80.77%
Routed len/inst -> 7.835 microns
# rows -> 21
DRC Markers -> 0
Vias per cell -> 2.800
N_diodes -> 0
Top cell type by total area after synthesis -> dfrtp_1
Average size of a mapped cell -> 10.84 sq um
Overflow after GRT -> 0
Detail Route Antenna Nets -> 0
Fp_density -> 7.619%
Root buf cell -> clkbuf_4
Fin crit period -> 1424 ps
Vias post-DR -> 238
Tightest Hold Check Type -> in2async
Final slew viol count -> 0
Outcome -> complete, no violations
PD cells -> 1736 nW/um^2
Latency at later pin -> 240 ps
CTS H-tree lvls -> 1
Vias in the first global route -> 230
VDD IR-drop max -> 0.3071 mV
Final setup fails -> 0
Number of enable flip-flop cells -> 0
Achievable frequency -> 702.0 MHz
Yosys stat chip area -> 260.2 sq um
Pre-CTS setup slack -> -305.2 ps
Synth flops -> 4
Max incr delay on CP -> 500 ps
Crit path max fanout -> 4
Clk buf depth -> 2
Mapped cell area -> 260.3 sq um
Reg2reg start -> out[1]
Largest net degree at the start of global routing -> 6
Post-synth ARST share -> 100.0%
Startpoint types -> flip-flop
Most instantiated cells after synthesis -> dfrtp_1, nand2b_1
Top cells by area -> dfrtp_1, ha_1, fa_1, nand2b_1, xnor2_1
Largest delay contributor family on the critical path -> buffers and inverters
PortBufs -> 7
Fin Setup TNS -> 0 ps
First-pass DRT Iterations -> 4
Die Y-Extent -> 80 microns
Slowest cell on the critical path -> clkdlybuf4s50_1
Initial DRC Count -> 16
Count leader, synth -> dfrtp_1
Synth Instances -> 24
Worst-Margin Slew -> 159.6 ps
Biggest regs -> out x4
Beginning of the critical path -> out[1]
Share of cells above drive strength 1 -> 35.90%
TritonCTS Buffers -> 3
GRT Util Overall -> 2.185%
Worst Setup Path Type -> reg2out
Cells along the critical path -> clkdlybuf4s50_1
Ys cells -> 24
Max-cap violations -> 0
Register area -> 101.3 sq um
Critical path depth in cells -> 1
Die Wd -> 80 microns
Tool warnings -> 25
Ports -> 8
Max reg flops -> 4
Chip area -> 6400 sq um
CP arrival -> 1120 ps
CTS sink count -> 4
CP Capture Type -> output pin
Reg2Reg Depth -> 3
Reg with most FFs -> out
RSZ-0062 raised after global routing -> no
Most common reg cell -> dfrtp_1
Core Area -> 3416 sq um
Slew HR -> 89.35%
Comb. cell area -> 168.9 sq um
Synth Seq Share -> 38.46%
Static leakage -> 0.2003 nW
Area share, top type -> 38.46%
WL final -> 666 microns
First-pass GRT wire length -> 1104 microns
Worst-path clk slew -> 40 ps
Fillcell total -> 384
CTS tree -> done
DP HPWL -> 517.1 microns
Routability cong. -> 0.7318
Worst path required time -> 1200 ps
Setup WS post-layout -> 75.60 ps
Crit path buf inv count -> 1
Setup Skew -> 4.112 ps
Initial antenna violation count -> 0
Synth unique cells -> 15
[final cells by class]
cell class,instances,share of cell area [%]
Timing Repair Buffer,12,23.94
Tap cell,46,12.23
Multi-Input combinational cell,18,35.90
Sequential cell,4,21.54
Clock buffer,3,4.787
Inverter,2,1.596
[layout by cell type (no fill, tap or decap), types with 2 or more instances in the layout]
| cell | n |
|---|---|
| dlymetal6s2s_1 | 2 |
| clkbuf_4 | 3 |
| clkdlybuf4s50_1 | 5 |
| dfrtp_1 | 3 |
| nand3_1 | 2 |
| buf_4 | 5 |
| nand2b_1 | 3 |
| xnor2_1 | 2 |
[repair_timing]
item / CTS / global route
endpoints found under the setup margin: 2 / 5
gates resized: 2 / 4
pin swaps: 0 / 0
hold buffers: 0 / 0
setup buffers: 0 / 2
[worst paths after layout]
kind                            slack, ps     end
worst min-delay path                  250  out[2]
worst min register to register        520  out[0]
worst max register to register        110  out[1]
max in group asynchronous            1080  out[0]
min in group clk0                     520  out[0]
worst max-delay path                   80  out[1]
[routing by layer]
metal  vias to the layer above  share of wire [%]  global-route usage (%)
met5                         -                  0                       0
met4                         0                2.7                  0.7042
met3                         2                7.7                   1.364
met2                        10                 44                   2.970
met1                       110                 46                   2.754
li1                        116                  -                       -
[where the power goes]
part | internal, mW | switching, mW
Clock | 0.0898 | 0.0490
Sequential | 0.169 | 0.0698
Combinational | 0.301 | 0.138
[per-stage QoR]
stage | cell area [sq um] | instances | power (mW) | utilization (%) | hold slack, ps
5_1_grt | 470.5 | 85 | 0.9058 | 13.77 | 263.9
4_1_cts | 436.7 | 83 | 0.7747 | 12.78 | 257.7
3_5_place_dp | 410.4 | 80 | 0.6152 | 12.01 | 506.1
2_1_floorplan | 260.3 | 24 | 0.4130 | - | 66.08
3_3_place_gp | 410.4 | 80 | 0.6142 | 12.01 | 494.5
6_report | 470.5 | 85 | 0.8166 | 13.77 | 252.4
[logic make-up (layout without fill, tap and decap cells)]
logic type | Yosys count | count (layout) | synth area share, %
simple gates | 9 | 9 | 21.64
flops | 4 | 4 | 38.46
fa+ha+maj | 3 | 3 | 17.31
compound gates | 3 | 3 | 7.208
xor+xnor | 2 | 2 | 6.732
buf+inv | 2 | 17 | 2.886
mux | 1 | 1 | 5.768
Power is estimated from default activity; no workload was simulated.
