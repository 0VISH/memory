==> /design/flow/design.v <==
module mod4(rst, clk, out);
    input rst, clk;
    output [3:0] out;
    always @(posedge clk or posedge rst) begin
        if(rst) begin
            out = 4'b0000;
        end else begin
            out = out + 1;
        end
    end
endmodule
==> /design/flow/run.sh <==
#!/bin/bash
# OpenROAD 26Q1-2900-gdf79404cd8, Yosys 0.63+post, stock flow scripts
make -C /OpenROAD-flow-scripts/flow DESIGN_CONFIG=/design/flow/config.mk WORK_HOME=/design/flow/orfs finish
==> /design/flow/config.mk <==
export PLATFORM = sky130hd
export DESIGN_NAME = mod4
export DESIGN_NICKNAME = mod4
export VERILOG_FILES = /design/flow/design.v
export SDC_FILE = /design/flow/constraint.sdc
export NUM_CORES = 4
export LEC_CHECK = 1
export CORE_AREA = 10 10 70 70
export DIE_AREA = 0 0 80 80
==> /design/flow/constraint.sdc <==
current_design mod4

set clk_period 1.1
set clk_io_pct 0.2

create_clock -name clk0 -period $clk_period [get_ports {clk}]

set non_clock_inputs [all_inputs -no_clocks]
set_input_delay [expr $clk_period * $clk_io_pct] -clock clk0 $non_clock_inputs
set_output_delay [expr $clk_period * $clk_io_pct] -clock clk0 [all_outputs]
==> flow.log <==
[flow] collecting metrics
[metrics] Slowest cell on crit path: dfrtp_1
[metrics] cell type group with the largest total delay on the critical path: flip-flops
[metrics] topmost layer with routed signal wires: met3
[metrics] total inserted antenna cells: 0
[metrics] Critical Path Start Type: register
[metrics] crit path max fanout: 2
[metrics] Final Setup Violations: 0
[metrics] Yosys warnings: 3
[metrics] maximum number of pins on one net before global-route repair: 5
[metrics] number of buffer and inverter stages on the critical path: 1
[metrics] clock tree root buffer cell: clkbuf_4
[metrics] HPWL after detailed placement: 316 µm
[metrics] setup repair after global routing missed its margin: no
[metrics] metal3 WL: 149 µm
[metrics] max cap viols: 0
[metrics] smallest hold slack: 166 ps
[metrics] CTS clk-pin slew, worst paths: 40 ps
[metrics] area of the die: 6400 µm²
[metrics] Final Hold Violation Tally: 0
[metrics] number of flip-flops and latches in the synthesized netlist: 4
[metrics] initial antenna violation count: 0
[metrics] Tot Pwr: 0.339 mW
[metrics] worst slew margin relative to its limit: 0.901
[metrics] core region area: 3420 µm²
[metrics] type of the worst setup path: register to primary output
[metrics] Area growth, synth to finish: 121%
[metrics] worst setup margin: 39.9 ps
[metrics] fmax: 943 MHz
[metrics] yosys-reported design area after synthesis: 143 µm²
[metrics] Syn Inst Count: 10
[metrics] vias per inst: 1.80
[metrics] number of nets still failing antenna checks after routing: 0
[metrics] cell types occupying the most area after synthesis: dfrtp_1 (70%), ha_1 (8.8%), xnor2_1 (6.1%)
[metrics] y dimension of the die: 80 µm
[metrics] deepest clock path buffer count: 2
[metrics] Initial Util: 0.0418
[metrics] areal power density over the cells: 1080 nW/µm²
[metrics] number of top-level pins: 6
[metrics] H-tree depth: 1
[metrics] overall via count from detail_route: 126
[metrics] run status: finished clean
[metrics] number of detailed-route iterations in the first pass: 2
[metrics] layout cell share with drive strength beyond 1: 0.375
[metrics] post-route clock period utilization: 0.964
[metrics] CP Cell Sequence: dlygate4sd2_1
[metrics] horizontal extent of the die: 80 µm
[metrics] sequential fraction of the synthesis area: 0.702
[metrics] CTS Hold Buffers Added: 0
[metrics] Placed Cells: 63
[metrics] leak pwr: 0.162 nW
[metrics] Peak supply drop: 0.000151 V
[metrics] total clock buffers created by CTS: 3
[metrics] async set-reset flop share out of synthesis: 1.00
[metrics] transition time of the tightest slew-check pin: 149 ps
[metrics] Placement Rows: 21
[metrics] r2r setup slk: 120 ps
[metrics] Avg Synthesized Cell Area: 14.3 µm²
[metrics] filler-free cell count of the finished design: 70
[metrics] post-synthesis cell area: 143 µm²
[metrics] DRT Wirelength: 471 µm
[metrics] initial detailed-routing violation count: 6
[metrics] number of logged tool warnings: 25
[metrics] # DRC: 0
[metrics] minimum clock period: 1060 ps
[metrics] wire length of the first global-routing pass: 683 µm
[metrics] CP Data Required Time: 880 ps
[metrics] Hold WC Path Type: primary input to async pin
[metrics] via count of the first global-routing pass: 148
[metrics] worst setup slack after placement: -15.0 ps
[metrics] Largest register FFs: 4
[metrics] routed metal-1 wire length: 172 µm
[metrics] Yosys top cell area share: 0.702
[metrics] total overflow reported by the global router: 0
[metrics] Primary FF master, synth: dfrtp_1
[metrics] leading post-synthesis cells by instance count: dfrtp_1 (4), inv_1 (2)
[metrics] number of flops mapped to enable cells by yosys: 0
[metrics] Critical Path End Type: primary output
[metrics] top cell type by total area after synthesis: dfrtp_1
[metrics] wire length per cell: 6.73 µm
[metrics] met2 routed wirelength: 148 µm
[metrics] Synth top cell by count: dfrtp_1
[metrics] total clock sinks: 4
[metrics] Unique cell types: 6
[metrics] number of slew-limit violations in the final report: 0
[metrics] last weighted congestion value of the routability-driven placer: 0.654
[metrics] Total GRT Usage: 0.0155
[metrics] clock latency on the worst-skew pair: 240 ps
[metrics] post-synthesis cell count from yosys: 10
[metrics] data arrival time of the worst path: 840 ps
[metrics] clock skew: 4.48 ps
[metrics] total cell area at the placement stage: 265 µm²
[metrics] Critical Path Max Stage Delay: 370 ps
[metrics] IO Port Bufs: 5
[metrics] CTS tree: yes
[metrics] final design instance area without fill: 315 µm²
per-stage QoR:
stage                     TNS [ps]  utilization
after CTS                        0       0.0901
after detailed placement     -15.0       0.0777
after global placement       -7.15       0.0777
after floorplan                  0            -
after global routing             0       0.0923
final                            0       0.0923
report_power, final:
part	internal (mW)	switching (mW)	total [mW]	leakage [nW]
Clock	0.122	0.0629	0.185	0.0138
Sequential	0.148	0	0.148	0.0566
Combinational	0.00332	0.00301	0.00633	0.0915
Total	0.273	0.0659	0.339	0.162
layer usage:
metal  global-route usage  vias to the layer above
li1                     -                       59
met1               0.0120                       59
met2               0.0144                        8
met3               0.0307                        0
met4              0.00704                        0
met5                    0                        -
final timing paths:
path,from,end,cells after the start
setup reg to reg,out[0],out[2],3
min in group clk0,out[0],out[0],2
max in group asynchronous,rst,out[0],2
setup / recovery,out[2],out[2],1
hold / removal,rst,out[3],2
hold reg to reg,out[0],out[0],2
logic make-up after synthesis:
| kind of cell | synth area share |
|---|---|
| simple gates | 0.0351 |
| flops | 0.702 |
| buf+inv | 0.0527 |
| xor+xnor | 0.123 |
| fa+ha+maj | 0.0877 |
final cells by class:
class / count / area (µm²)
fillers: 402 / 3100
flip-flops and latches: 4 / 100
repair buffers: 11 / 92.6
well taps: 46 / 57.6
multi-input cells: 4 / 35.0
clock buffers: 3 / 22.5
inverters: 2 / 7.51
cells in the final DEF, fill, tap and decap left out:
master           count
buf_4                6
dfrtp_1              4
inv_1                2
nand3_1              1
clkbuf_4             3
ha_1                 1
xor2_1               1
clkdlybuf4s15_1      2
xnor2_1              1
clkdlybuf4s50_1      1
dlygate4sd2_1        2
repair_timing:
action,4_1_cts,5_1_grt
cloned,0,0
gates resized,6,0
endpoints found under the setup margin,4,1
setup buffers,3,1
Power and IR drop assume default switching activity.
